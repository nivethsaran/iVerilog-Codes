**/design/flow/design.v**
```verilog
module evaluation(instr,op,rw,mr,mw,s0,s1,s2,aluop,memloc,finalop);
input[31:0] instr;
output reg[2:0] op;
output reg rw,mr,mw;
output reg [1:0] aluop;
output reg[31:0] s0;
output reg[31:0] s1;
output reg[31:0] s2;
output reg [31:0] finalop;
output reg [31:0] memloc;
 always @(instr)
    begin
        s0=4;
        s1=10;
        s2=20;
        memloc=50;
        if(instr[31:26]==0)
        begin
            op=3'b001;
            rw=1'b1;
            mr=1'b0;
            mw=1'b0;
            aluop=2'b10;
            s0=s1+s2;
            finalop=s0;
            end
        else if(instr[31:26]==2)
        begin
            op=3'b100;
            rw=1'b0;
            mr=1'b0;
            mw=1'b0;
            aluop=2'b00;
            finalop=0;
        end
        else
        begin
            op=3'b010;
            if(instr[31:26]==35)
            begin
            rw=1'b1;
            mr=1'b1;
            mw=1'b0;
            aluop=2'b00;
            s0=s1+32;
            finalop=s0;
            end
            else if(instr[31:26]==43)
            begin
            rw=1'b1;
            mr=1'b0;
            mw=1'b1;
            aluop=2'b00;
            memloc=4;
            finalop=s0;
            end
            else if(instr[31:26]==4)
            begin
            rw=1'b0;
            mr=1'b0;
            mw=1'b0;
            finalop=s1-s2;
            aluop=2'b01;
            end
        end
    end
endmodule
```
**/design/flow/run.sh**
```bash
#!/bin/bash
# OpenROAD 26Q1-2900-gdf79404cd8, Yosys 0.63+post, stock flow scripts
make -C /OpenROAD-flow-scripts/flow DESIGN_CONFIG=/design/flow/config.mk WORK_HOME=/design/flow/orfs finish
```
**/design/flow/config.mk**
```make
export PLATFORM = sky130hd
export DESIGN_NAME = evaluation
export DESIGN_NICKNAME = evaluation
export VERILOG_FILES = /design/flow/design.v
export SDC_FILE = /design/flow/constraint.sdc
export NUM_CORES = 4
export LEC_CHECK = 1
export CORE_AREA = 10 10 85 85
export DIE_AREA = 0 0 95 95
```
**/design/flow/constraint.sdc**
```tcl
current_design evaluation

set clk_period 4.0
set clk_io_pct 0.2

create_clock -name clk0 -period $clk_period

set non_clock_inputs [all_inputs -no_clocks]
set_input_delay [expr $clk_period * $clk_io_pct] -clock clk0 $non_clock_inputs
set_output_delay [expr $clk_period * $clk_io_pct] -clock clk0 [all_outputs]
```
==> flow_metrics.tcl <==
# place-and-route summary
set metrics [dict create \
    crit_fanout 9 \
    grt_usage 0.0538 \
    layout-drive-gt1-share 0.0379 \
    powerDensity_mw_per_mm2 37.1 \
    seqPwrFrac 0.123 \
    fp.coreArea_mm2 0.00547 \
    internal-power_mw 0.0305 \
    yosys_warnings 1 \
    area_growth_pct -4.30 \
    vias 811 \
    finalCritPeriodShare 0.820 \
    max_slew_margin 0.510 \
    ys_cells 190 \
    drtAntennaViolNets 0 \
    hold_buffers 0 \
    netlist_instances 190 \
    p_leak_nw 0.747 \
    port_buffers 54 \
    end_kind "primary output" \
    rsz0062_at_grt "no" \
    ys_ff 10 \
    p_comb_frac 0.877 \
    die_w_um 95 \
    drv_cap 0 \
    finalHoldViolCount 0 \
    p_clk_frac 0 \
    worst_pin_slew_ps 735 \
    worstPathRequired_ps 3200 \
    post-cts-setup-buffers 0 \
    grt.overflow.total 0 \
    logic_area_um2 639 \
    hold_path.class "input pin to primary output" \
    p_sw_mw 0.0222 \
    start_kind "input pin" \
    irDropWorstVdd_uv 13.1 \
    warnings 58 \
    drc 0 \
    nFillCells 590 \
    final_max_slew_viol_count 0 \
    ctsResizeCount 0 \
    drtIter0Drc 22 \
    synth_cell_type_count 21 \
    setup-violations-final 0 \
    status "finished clean" \
    routed_wl_mm 3.18 \
    die_area_mm2 0.00903 \
    ff_latch_area_um2 150 \
    synth_area_per_cell_um2 7.81 \
    antenna_found_initial 0 \
    grt_max_degree 28 \
    crit_arrival_ps 2480 \
    place_congestion 0.795 \
    period_needed_ps 3280 \
    place_hpwl_mm 3.02 \
    initCoreUtil 0.271 \
    antenna_cells 0 \
    ys_area_mm2 0.00148 \
    floorplan.rows 27 \
    io_pins 200 \
    unclocked_pins 10 \
    grt_pass1_wl_mm 4.16 \
    dr.pass1.iters 2 \
    vias_per_cell 2.87 \
    max_freq_mhz 305 \
    synthesis.area_mm2 0.00148 \
    total_power_mw 0.0527 \
    untimed_endpoints 46 \
    grt_pass1_vias 866 \
    switching_share 0.422 \
    die_h_um 95 \
    path_class "input pin to primary output" \
    timing.setup.tns_ps 0 \
    wl_per_cell_um 11.2 \
]
[kinds of logic after synthesis]
| family | synth area share |
|---|---|
| compound gates | 0.0489 |
| other cells | 0.00506 |
| simple gates | 0.0784 |
| latches | 0.101 |
| buf+inv | 0.766 |
[worst max-delay path, cell delays in order]
cell             delay, ps
clkdlybuf4s50_1        560
or3_4                  440
nor2_1                 170
clkdlybuf4s50_1        500
[layout make-up]
| type | count | share of cell area |
|---|---|---|
| flip-flops and latches | 10 | 0.106 |
| repair buffers | 54 | 0.381 |
| multi-input cells | 147 | 0.450 |
| well taps | 72 | 0.0634 |
[final timing paths]
| kind | slack [ps] | start | end | cells past startpoint |
|---|---|---|---|---|
| worst max-delay path | 720 | instr[27] | s0[4] | 4 |
| worst min-delay path | 2720 | instr[28] | op[0] | 4 |
[through the flow]
stage	util	setup slack, ps	hold WS [ps]	cells	cell area (um^2)
4_1_cts	0.259	705	2730	283	1420
6_report	0.259	719	2720	283	1420
2_1_floorplan	-	1720	1670	308	1930
3_3_place_gp	0.259	726	2730	283	1420
3_5_place_dp	0.259	706	2730	283	1420
5_1_grt	0.259	607	2770	283	1420
[synthesized netlist by cell type, drive strengths merged]
cell    count  share of area
nor2        3         0.0076
o21ai       2         0.0067
and4        1         0.0067
nor3        3          0.013
and2        3          0.013
a2bb2o      1          0.013
nand2       3         0.0076
a21oi       1         0.0034
buf       151           0.77
or3         2          0.015
and3        3          0.014
dlxtn      10           0.10
conb        2         0.0051
o211ai      3          0.015
o21a        1         0.0051
a22oi       1         0.0051
[power by group through the flow]
stage	Combinational [mW]	Sequential (mW)	Clock, mW
CTS	0.0502	0.00665	0
global route	0.0568	0.00700	0
finish	0.0462	0.00649	0
[routing by layer]
metal	track usage	up-vias	share of wire
met1	0.0538	346	0.32
met4	0.00374	0	0.0044
met2	0.105	95	0.49
met5	0	-	0
met3	0.0224	2	0.19
li1	-	368	-
[flip-flops by register name (all words and copies together), names as in the netlist]
| register | count |
|---|---|
| aluop | 2 |
| mw | 1 |
| rw | 1 |
| mr | 1 |
| finalop | 5 |
[cell usage in the layout (no fill, tap or decap), types with 2 or more instances in the layout]
cell / instances
clkdlybuf4s50_1: 54
nor2_1: 3
dlxtn_1: 10
nor3_1: 2
conb_1: 120
and3_2: 2
and2_1: 2
nand2_1: 3
or3_4: 2
o211ai_1: 3
