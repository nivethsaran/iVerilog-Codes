==> /design/flow/design.v <==
module sci(instr,op,rw,mr,mw,s0,s1,s2,aluop,regdst,alusrc,b,j,memtoreg,memloc,finalop);
input[31:0] instr;
output reg[2:0] op;
output reg rw,mr,mw,regdst,alusrc,memtoreg,b,j;
output reg [1:0] aluop;
output reg[31:0] s0;
output reg[31:0] s1;
output reg[31:0] s2;
output reg [31:0] finalop;
output reg [31:0] memloc;
 always @(instr)
    begin
        s0=4;
        s1=2;
        s2=1;
        memloc=00;
        if(instr[31:26]==0)
        begin
            op=3'b001;
            rw=1'b1;
            mr=1'b0;
            mw=1'b0;
            regdst=0;
            alusrc=0;
            memtoreg=0;
            b=0;
            j=0;
            aluop=2'b10;
            s0=s1|s2;
            finalop=s0;
            end
        else if(instr[31:26]==2)
        begin
            op=3'b100;
            rw=1'b0;
            mr=1'b0;
            mw=1'b0;
            aluop=2'b00;
            finalop=0;
        end
        else
        begin
            op=3'b010;
            if(instr[31:26]==35)
            begin
            rw=1'b1;
            mr=1'b1;
            mw=1'b0;
            aluop=2'b00;
            s0=s1+32;
            finalop=s0;
            end
            else if(instr[31:26]==43)
            begin
            rw=1'b1;
            mr=1'b0;
            mw=1'b1;
            aluop=2'b00;
            memloc=4;
            finalop=s0;
            end
            else if(instr[31:26]==4)
            begin
            rw=1'b0;
            mr=1'b0;
            mw=1'b0;
            finalop=s1-s2;
            aluop=2'b01;
            end
        end
    end
endmodule
==> /design/flow/run.sh <==
#!/bin/bash
# OpenROAD 26Q1-2900-gdf79404cd8, Yosys 0.63+post, stock flow scripts
make -C /OpenROAD-flow-scripts/flow DESIGN_CONFIG=/design/flow/config.mk WORK_HOME=/design/flow/orfs finish
==> /design/flow/config.mk <==
export PLATFORM = sky130hd
export DESIGN_NAME = sci
export DESIGN_NICKNAME = sci
export VERILOG_FILES = /design/flow/design.v
export SDC_FILE = /design/flow/constraint.sdc
export NUM_CORES = 4
export LEC_CHECK = 1
export CORE_AREA = 10 10 87 87
export DIE_AREA = 0 0 97 97
==> /design/flow/constraint.sdc <==
current_design sci

set clk_period 2.8
set clk_io_pct 0.2

create_clock -name clk0 -period $clk_period

set non_clock_inputs [all_inputs -no_clocks]
set_input_delay [expr $clk_period * $clk_io_pct] -clock clk0 $non_clock_inputs
set_output_delay [expr $clk_period * $clk_io_pct] -clock clk0 [all_outputs]
==> Changelog: implementation <==
### Physical design

- Hold Crit Depth: 3
- Largest net degree at the start of global routing: 8
- Core area: 5640 µm²
- Post-Syn Instances: 189
- DR WL/cell: 10.3 µm
- Tool Warnings: 58
- Port Buffers: 23
- Vias: 687
- Number of enable flip-flop cells: 0
- Yosys cell types: 20
- Power Total: 0.0505 mW
- Die Ht: 97 µm
- Worst path bufs/invs: 2
- Final min period: 2.69 ns
- Ant diodes: 0
- FMAX: 372 MHz
- Wire length on met3: 356 µm
- Initial antenna violation count: 0
- Die area: 9410 µm²
- Asr flop ratio synth: 0
- Crit path DRT: 2.24 ns
- CP peak stage delay: 0.49 ns
- Synth Area per Inst: 7.68 µm²
- Hold Crit Endpoint: memloc[2]
- Endpoints failing setup: 0
- Syn Std Cell Area: 1450 µm²
- DRC viols: 0
- # Cells Yosys: 189
- Crit path kind: in -> out
- Fraction of layout cells with a size suffix above 1: 0.0338
- Total GRT Usage: 0.0501
- Post-synth regs: 7
- CP top delay family: buffers and inverters
- Drt first pass iters: 4
- Crit path launch type: input pin
- Ys Warns: 1
- Pwr Density: 43.5 nW/µm²
- Status: completed
- Max-slew violations: 0
- CP arrival: 2.13 ns
- Cts hold-fix bufs: 0
- Final GP Congestion: 0.681
- First DRT Iteration DRCs: 8
- Hold Vio Cnt, Final: 0
- Vias in the first global route: 810
- Post-CTS Setup Inserts: 0
- HP Class: in -> out
- Period utilization: 0.960
- Worst hold start: instr[29]
- WL met2: 1520 µm
- Wirelength, routed: 2880 µm
- Worst VDD drop: 0.0200 mV
- Top Layer Used: met3
- Dominant flop cell: dlxtn_1
- Grt ovf: 0
- Register pins left without a clock: 7
- Number of unconstrained endpoints: 16
- Top Ports: 205
- Die width: 97 µm
- Via density: 2.46
- Row cnt: 27
- RSZ-0062 raised after global routing: no
- Setup crit end kind: output pin
- Metal1 wirelength: 1010 µm
- Crit Path Max Fanout: 6
- Critical path cell sequence: clkdlybuf4s50_1 > or3_1 > nor2_2 > clkdlybuf4s50_1
- Hpwl dp: 2790 µm
- Setup TNS Final: 0 ns
- First-pass GRT wire length: 4170 µm
- Layout area overhead: -20.0%
- Max Cap Violations: 0
- Static leakage: 0.697 nW
- YS chip area: 1450 µm²
- Starting density of the core: 0.257
- ANT nets after route: 0
- Most Frequent Cell on Critical Path: clkdlybuf4s50_1
- Layout Utilization: 0.206
- Slowest library cell on the worst path: clkdlybuf4s50_1
[worst max-delay path by stage]
stage     cells after the start        end  startpoint
5_1_grt                       4  memloc[2]   instr[30]
4_1_cts                       4      s0[0]   instr[27]
6_report                      4      s0[0]   instr[27]
[per-layer routing]
layer / vias to the layer above / global-route usage
met5: - / 0
met4: 0 / 0
met3: 0 / 0.0236
met2: 88 / 0.101
met1: 295 / 0.0466
li1: 304 / -
[sequential cells by signal, indices dropped and copies added, names as in the netlist]
name,cells
rw,1
finalop,4
aluop,2
[Yosys cell counts, types with 2 or more instances]
library cell / instances / area share
dlxtn_1: 7 / 0.072
nor2_1: 2 / 0.0052
and3_1: 2 / 0.0086
buf_4: 159 / 0.82
conb_1: 2 / 0.0052
nor3_1: 2 / 0.0069
o21ai_0: 2 / 0.0069
[stage by stage]
stage / cell area (µm²) / hold WS (ns) / setup slack, ns / instances
final: 1160 / 2.20 / 0.111 / 279
after floorplan: 2030 / 1.18 / 1.07 / 343
after detailed placement: 1160 / 2.19 / 0.0706 / 279
after global placement: 1160 / 2.19 / 0.0975 / 279
after global routing: 1160 / 2.24 / 0.0466 / 279
after CTS: 1160 / 2.20 / 0.0700 / 279
[kinds of logic after synthesis]
logic type,after synthesis,share of synthesized area
AND/OR/NAND/NOR,13,0.0569
buffers and inverters,160,0.826
latches,7,0.0724
other,2,0.00517
AND-OR/OR-AND,7,0.0397
[cell type report]
type                       count  area (µm²)
fill                         638        4480
multi-input combinational    176         728
sequential                     7         105
tap                           72        90.1
timing repair buffer          24         238
[what timing repair did]
| action | in CTS | in global routing |
|---|---|---|
| endpoints found under the setup margin | 0 | 1 |
| hold endpoints to repair | 0 | 0 |
| gates resized | 0 | 1 |
[report_power, final]
group | internal (mW) | leakage, nW | switching (mW)
Sequential | 0.00448 | 0.0548 | 0.000455
Combinational | 0.0190 | 0.642 | 0.0266
Clock | 0 | 0 | 0
[cell usage in the layout, fill, tap and decap left out, types with 2 or more instances in the layout]
master,synthesis,layout
o21ai_0,2,2
nor3_1,2,2
clkdlybuf4s50_1,0,23
conb_1,2,156
and3_1,2,2
dlxtn_1,7,7
Power is estimated from default activity; no workload was simulated.
