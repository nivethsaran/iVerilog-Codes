==> flow/design.v <==
module bcdto7segen(bcd,seg);
input [9:0] bcd;
output [6:0] seg;
reg [6:0] seg;  
    always @(bcd)
    begin
        case (bcd)
            10'b1000000000 : seg = 7'b1111110;
            10'b0100000000 : seg = 7'b0110000;
            10'b0010000000 : seg = 7'b1101101;
            10'b0001000000 : seg = 7'b1111001;
            10'b0000100000 : seg = 7'b0110011;
            10'b0000010000 : seg = 7'b1011011;
            10'b0000001000 : seg = 7'b1011111;
            10'b0000000100 : seg = 7'b1110000;
            10'b0000000010 : seg = 7'b1111111;
            10'b0000000001 : seg = 7'b1111011;
            default : seg = 7'b0000000; 
        endcase
    end
endmodule
==> flow/run.sh <==
#!/bin/bash
# OpenROAD 26Q1-2900-gdf79404cd8, Yosys 0.63+post, stock flow scripts
make -C /OpenROAD-flow-scripts/flow DESIGN_CONFIG=/design/flow/config.mk WORK_HOME=/design/flow/orfs finish
==> flow/config.mk <==
export PLATFORM = sky130hd
export DESIGN_NAME = bcdto7segen
export DESIGN_NICKNAME = bcdto7segen
export VERILOG_FILES = /design/flow/design.v
export SDC_FILE = /design/flow/constraint.sdc
export NUM_CORES = 4
export LEC_CHECK = 1
export CORE_AREA = 10 10 70 70
export DIE_AREA = 0 0 80 80
==> flow/constraint.sdc <==
current_design bcdto7segen

set clk_period 2.5
set clk_io_pct 0.2

create_clock -name clk0 -period $clk_period

set non_clock_inputs [all_inputs -no_clocks]
set_input_delay [expr $clk_period * $clk_io_pct] -clock clk0 $non_clock_inputs
set_output_delay [expr $clk_period * $clk_io_pct] -clock clk0 [all_outputs]
==> out/summary.rpt <==
================================================================================
Mapped cell area ..................................................  341.6 sq um
Fraction of the yosys area taken by sequential cells ..............           0%
Leftover overflow at the end of global routing ....................            0
Total global routing track utilization ............................       4.505%
Avg Vias per Cell .................................................        4.014
Top-area cell share ...............................................       11.72%
Kind of start point of the critical path .......................... primary input
Post-synth area from yosys stat ...................................  341.6 sq um
Number of I/O pins ................................................           17
Logic cell area ...................................................  395.4 sq um
Max-cap violation count ...........................................            0
Global-route wire length before repair ............................ 2532 microns
Maximum ir drop on the vdd rail ...................................     17.09 uV
Cts hold-fix bufs .................................................            0
Net switching component of the power .............................. 0.00004212 W
Fmax ..............................................................    406.1 MHz
Proportion of power drawn by flip-flops and latches ...............           0%
Arr. time, crit path ..............................................      1960 ps
Top-count cell post-synth ......................................... sky130_fd_sc_hd__o21ai_0
Unique cell types .................................................           27
Dpl hpwl .......................................................... 1135 microns
Area contributors post-synth ...................................... sky130_fd_sc_hd__o21ai_0 12%, sky130_fd_sc_hd__xor2_1 10%, sky130_fd_sc_hd__nor4_4 6.2%
Clock buffers .....................................................            0
Final Max Slew Viols ..............................................            0
Cell Rows .........................................................           21
Die W .............................................................   80 microns
Critical Path Fanout Max ..........................................            3
Floorplan core area ...............................................   3416 sq um
Leakage power of the design .......................................    0.3506 nW
Hold Vio Cnt, Final ...............................................            0
Final critical delay including setup and external delays ..........      2463 ps
Commonest cells post-synth ........................................ 8 x sky130_fd_sc_hd__o21ai_0, 4 x sky130_fd_sc_hd__inv_1, 4 x sky130_fd_sc_hd__nand2_1, 4 x sky130_fd_sc_hd__nor2_1, 4 x sky130_fd_sc_hd__xor2_1
Total wire length after detailed routing .......................... 1528 microns
Number of sequential cells ........................................            0
Internal power consumption ........................................ 0.00004576 W
Total number of warnings across the stage logs ....................           32
Initial Utilization ...............................................       10.00%
Total of warnings raised by yosys .................................            1
Pin count of the biggest net entering global routing ..............            9
Actual transition at the worst max-transition pin .................     309.3 ps
Cells after synthesis .............................................           52
Number of port buffers ............................................           17
Die Footprint .....................................................   6400 sq um
Final core occ ....................................................       23.44%
Portion of total power attributed to combinational logic ..........       100.0%
Power density relative to cell area ............................... 109.7 nW/um^2
Status ............................................................ finished, final reports clean
Final weighted congestion in routability-driven placement .........       0.9170
CP Class ..........................................................       in2out
Chip height .......................................................   80 microns
Number of antenna violations at the first check in global routing .            0
Number of global-route vias before repair .........................          563
Endpoint class of the critical path ............................... primary output
Fraction of layout instances using a drive strength above 1 .......       55.43%
N_diodes ..........................................................            0
Number of cells in the yosys synthesis report .....................           52
Dominant cell type by area after synthesis ........................ sky130_fd_sc_hd__o21ai_0
Number of DRC markers after the initial detailed-route iteration ..           15
Final hold slack ..................................................      1442 ps
DRC viols .........................................................            0
Switching part of the total .......................................       47.93%
Portion of total power attributed to the clock network ............           0%
Sequential Area ...................................................      0 sq um
Worst relative slew slack .........................................       79.23%
Share of the clock period used by the worst path after layout .....       98.50%
Setup violators final .............................................            0
Remaining antenna violation count .................................            0
Filler cell count in the final layout .............................          364
Routed length per placed instance ................................. 11.07 microns
Crit path required time ...........................................      2000 ps
Class of the tightest hold or removal check .......................       in2out
Vias ..............................................................          554
Growth of design area from synthesis to finish ....................       134.4%
Length of the first detailed-routing pass in iterations ...........            4
Post-synthesis average cell area ..................................  6.569 sq um
================================================================================
## power groups by stage
stage | combinational, W | sequential, W | clock (W)
4_1_cts | 0.0000852 | 0 | 0
5_1_grt | 0.0000950 | 0 | 0
6_report | 0.0000879 | 0 | 0
## critical path, stage by stage
cell and delay [ps]:
sky130_fd_sc_hd__dlygate4sd2_1 260, sky130_fd_sc_hd__or3_4 420, sky130_fd_sc_hd__nor4_4 140, sky130_fd_sc_hd__buf_4 160, sky130_fd_sc_hd__a31oi_2 130, sky130_fd_sc_hd__buf_4 160
sky130_fd_sc_hd__o41ai_2 40, sky130_fd_sc_hd__buf_2 140
## path summary, 6_finish.rpt
kind	start	end	slack, ps	cells after the start
max	bcd[1]	seg[2]	40	8
min	bcd[6]	seg[2]	1440	4
## per-stage QoR
step	total power (W)	area, sq um	setup TNS (ps)	std cells	worst slack [ps]
floorplan	0.00002960	341.6	0	52	385.2
global placement	0.00007618	678.2	-3822	129	-590.1
detailed placement	0.00007666	678.2	-3762	129	-570.5
CTS	0.00008523	793.3	0	138	32.64
global route	0.00009504	800.8	-3.250	138	-3.250
finish	0.00008788	800.8	0	138	37.46
## cells in the final DEF (no fill, tap or decap)
cell type and count:
sky130_fd_sc_hd__nor2_1 3, sky130_fd_sc_hd__inv_1 4, sky130_fd_sc_hd__o311ai_1 1, sky130_fd_sc_hd__clkdlybuf4s15_1 3
sky130_fd_sc_hd__nor4_4 2, sky130_fd_sc_hd__nand2_2 1, sky130_fd_sc_hd__o31a_1 1, sky130_fd_sc_hd__buf_2 5
sky130_fd_sc_hd__xor2_1 3, sky130_fd_sc_hd__or2_2 1, sky130_fd_sc_hd__xor2_2 1, sky130_fd_sc_hd__o211ai_1 2
sky130_fd_sc_hd__o2111ai_1 1, sky130_fd_sc_hd__or4_4 2, sky130_fd_sc_hd__a31oi_2 1, sky130_fd_sc_hd__buf_6 3
sky130_fd_sc_hd__nand2_1 3, sky130_fd_sc_hd__or3_4 3, sky130_fd_sc_hd__a21oi_2 1, sky130_fd_sc_hd__clkbuf_2 2
sky130_fd_sc_hd__nand4bb_1 1, sky130_fd_sc_hd__o311ai_2 1, sky130_fd_sc_hd__o21ai_0 8, sky130_fd_sc_hd__nand2b_1 1
sky130_fd_sc_hd__dlygate4sd2_1 7, sky130_fd_sc_hd__nor2_4 1, sky130_fd_sc_hd__o41ai_2 1, sky130_fd_sc_hd__nand3b_1 1
sky130_fd_sc_hd__nand3_2 1, sky130_fd_sc_hd__buf_4 23, sky130_fd_sc_hd__nor3_2 2, sky130_fd_sc_hd__xnor2_1 2
## final cells by class
type                            count  share of cell area, %
Multi-Input combinational cell     45                  49.37
Timing Repair Buffer               43                  41.56
Tap cell                           46                  7.187
Inverter                            4                  1.875
## cells by family after synthesis
family / Yosys count / synth area share (%)
compound gates: 17 / 33.34
simple gates: 22 / 41.39
buf+inv: 7 / 9.889
xor+xnor: 6 / 15.38
## per-layer routing
metal	track usage, %	share of wire [%]	wire, microns	vias up
met3	1.023	11	168	0
met2	7.705	43	659	22
met1	5.941	46	700	256
met5	0	0	0	-
li1	-	-	-	276
met4	0	0	0	0
## repair_timing
action	in CTS	in global routing
hold endpoints to repair	0	0
setup buffers	9	0
endpoints found under the setup margin	7	5
resized	51	6
pin swaps	9	4
No activity file was given, so power comes from the tool's default toggle rates.
